### design/flow/config.mk
export PLATFORM = sky130hd
export DESIGN_NAME = vga_controller
export DESIGN_NICKNAME = vga_controller
export VERILOG_FILES = /design/flow/design.v
export SDC_FILE = /design/flow/constraint.sdc
export NUM_CORES = 4
export LEC_CHECK = 1
export CORE_AREA = 10 10 114 114
export DIE_AREA = 0 0 124 124
### design/flow/constraint.sdc
current_design vga_controller

set clk_period 3.3
set clk_io_pct 0.2

create_clock -name clk0 -period $clk_period [get_ports {vga_clock}]

set non_clock_inputs [all_inputs -no_clocks]
set_input_delay [expr $clk_period * $clk_io_pct] -clock clk0 $non_clock_inputs
set_output_delay [expr $clk_period * $clk_io_pct] -clock clk0 [all_outputs]
### design/flow/design.v
module vga_address_translator(x, y, mem_address);
	parameter RESOLUTION = "320x240";
	input [((RESOLUTION == "320x240") ? (8) : (7)):0] x; 
	input [((RESOLUTION == "320x240") ? (7) : (6)):0] y;	
	output reg [((RESOLUTION == "320x240") ? (16) : (14)):0] mem_address;
	wire [16:0] res_320x240 = ({1'b0, y, 8'd0} + {1'b0, y, 6'd0} + {1'b0, x});
	wire [15:0] res_160x120 = ({1'b0, y, 7'd0} + {1'b0, y, 5'd0} + {1'b0, x});
	always @(*)
	begin
		if (RESOLUTION == "320x240")
			mem_address = res_320x240;
		else
			mem_address = res_160x120[14:0];
	end
endmodule
module vga_controller(	vga_clock, resetn, pixel_colour, memory_address, 
		VGA_R, VGA_G, VGA_B,
		VGA_HS, VGA_VS, VGA_BLANK,
		VGA_SYNC, VGA_CLK);
	parameter BITS_PER_COLOUR_CHANNEL = 1;
	parameter MONOCHROME = "FALSE";
	parameter RESOLUTION = "320x240";
	parameter C_VERT_NUM_PIXELS  = 10'd480;
	parameter C_VERT_SYNC_START  = 10'd493;
	parameter C_VERT_SYNC_END    = 10'd494;  
	parameter C_VERT_TOTAL_COUNT = 10'd525;
	parameter C_HORZ_NUM_PIXELS  = 10'd640;
	parameter C_HORZ_SYNC_START  = 10'd659;
	parameter C_HORZ_SYNC_END    = 10'd754;  
	parameter C_HORZ_TOTAL_COUNT = 10'd800;	
	input vga_clock, resetn;
	input [((MONOCHROME == "TRUE") ? (0) : (BITS_PER_COLOUR_CHANNEL*3-1)):0] pixel_colour;
	output [((RESOLUTION == "320x240") ? (16) : (14)):0] memory_address;
	output reg [9:0] VGA_R;
	output reg [9:0] VGA_G;
	output reg [9:0] VGA_B;
	output reg VGA_HS;
	output reg VGA_VS;
	output reg VGA_BLANK;
	output VGA_SYNC, VGA_CLK;
	reg VGA_HS1;
	reg VGA_VS1;
	reg VGA_BLANK1; 
	reg [9:0] xCounter, yCounter;
	wire xCounter_clear;
	wire yCounter_clear;
	wire vcc;
	reg [((RESOLUTION == "320x240") ? (8) : (7)):0] x; 
	reg [((RESOLUTION == "320x240") ? (7) : (6)):0] y;	
	assign vcc =1'b1;
	always @(posedge vga_clock or negedge resetn)
	begin
		if (!resetn)
			xCounter <= 10'd0;
		else if (xCounter_clear)
			xCounter <= 10'd0;
		else
		begin
			xCounter <= xCounter + 1'b1;
		end
	end
	assign xCounter_clear = (xCounter == (C_HORZ_TOTAL_COUNT-1));
	always @(posedge vga_clock or negedge resetn)
	begin
		if (!resetn)
			yCounter <= 10'd0;
		else if (xCounter_clear && yCounter_clear)
			yCounter <= 10'd0;
		else if (xCounter_clear)		 
			yCounter <= yCounter + 1'b1;
	end
	assign yCounter_clear = (yCounter == (C_VERT_TOTAL_COUNT-1)); 
	always @(*)
	begin
		if (RESOLUTION == "320x240")
		begin
			x = xCounter[9:1];
			y = yCounter[8:1];
		end
		else
		begin
			x = xCounter[9:2];
			y = yCounter[8:2];
		end
	end
	vga_address_translator controller_translator(
					.x(x), .y(y), .mem_address(memory_address) );
		defparam controller_translator.RESOLUTION = RESOLUTION;
	always @(posedge vga_clock)
	begin
		VGA_HS1 <= ~((xCounter >= C_HORZ_SYNC_START) && (xCounter <= C_HORZ_SYNC_END));
		VGA_VS1 <= ~((yCounter >= C_VERT_SYNC_START) && (yCounter <= C_VERT_SYNC_END));
		VGA_BLANK1 <= ((xCounter < C_HORZ_NUM_PIXELS) && (yCounter < C_VERT_NUM_PIXELS));	
		VGA_HS <= VGA_HS1;
		VGA_VS <= VGA_VS1;
		VGA_BLANK <= VGA_BLANK1;	
	end
	assign VGA_SYNC = vcc;
	assign VGA_CLK = vga_clock;
	integer index;
	integer sub_index;
	always @(pixel_colour)
	begin		
		VGA_R <= 'b0;
		VGA_G <= 'b0;
		VGA_B <= 'b0;
		if (MONOCHROME == "FALSE")
		begin
			for (index = 0; index < 3; index = index + 1)
			begin
				VGA_R[index] <= 0;
				VGA_G[index] <= 0;
				VGA_B[index] <= 0;
			end
			for (index = 3; index < 7; index = index + 1)
			begin
				VGA_R[index] <= pixel_colour[index + 8 - 3];
				VGA_G[index] <= pixel_colour[index + 4 - 3];
				VGA_B[index] <= pixel_colour[index - 3];
			end
			for (index = 7; index < 10; index = index + 1)
			begin
				VGA_R[index] <= 0;
				VGA_G[index] <= 0;
				VGA_B[index] <= 0;
			end
		end
		else
		begin
			for (index = 0; index < 10; index = index + 1)
			begin
				VGA_R[index] <= pixel_colour[0:0];
				VGA_G[index] <= pixel_colour[0:0];
				VGA_B[index] <= pixel_colour[0:0];
			end	
		end
	end
endmodule
### design/flow/run.sh
#!/bin/bash
# OpenROAD 26Q1-2900-gdf79404cd8, Yosys 0.63+post, stock flow scripts
make -C /OpenROAD-flow-scripts/flow DESIGN_CONFIG=/design/flow/config.mk WORK_HOME=/design/flow/orfs finish
==> out/writeup.txt <==
In this run the remaining antenna-violating nets after routing total 0. In this run the critical register-to-register path is launched from xCounter[1]. Entering global routing, the biggest net connects 21 pins. According to the floorplan log, the row count is 37.

The initial core utilization is 0.1911. The relative slew slack is 0.5405. The run gives 54 as the number of DRC markers in iteration 0. Per STA, the worst path is made up of inv_2 -> fa_1 -> inv_2 -> fa_2 -> a211oi_4 -> nor2_1 -> buf_4 -> o31ai_4 -> xnor2_1 -> buf_2. The leakage power total came out at 0.001202 µW. Setup repair after global routing could not meet its margin everywhere.

For the count of endpoints failing setup in the final report, the log shows 1. After the flow finishes, the layout carries non-filler instances totaling 381. The distinct cell type count of the synthesized netlist was 40; the wire length after detailed routing was 4311 µm.

At the pin with the least slew margin, the transition time is 0.6841 ns. STA classifies the critical path endpoint as an output port. In this run the mean area of a mapped cell was 9.434 µm².

Final cycle utilization of the critical path: 1.005. The final reports fail on setup timing. The cell area that synthesis handed to floorplanning was 1991 µm². By startpoint and endpoint, the worst setup path is classified as flop to output port.

The post-placement cell area came out at 2297 µm². The worst-case setup margin in the final layout is -0.01561 ns, and the number of placed cells counting well taps is 371. With the longest individual stage delay on the worst path at 0.55 ns, the final weighted congestion in routability-driven placement is 0.8188. The path category of the worst min-delay check is flop to flop. The final hold violation count is 0, and the number of warnings reported in the yosys synthesis log is 11. The run gives 1,492 as the via count. The worst setup path is launched from a flop. The tools report the die footprint as 15,380 µm². The hold path startpoint was VGA_BLANK1. The cell with the most instances on the worst path is inv_2. Of all nets on the critical path, the largest fanout is 2. The arrival time at the worst endpoint is 2.66 ns. The run gives 0.37 ns as the clock insertion delay at the later pin of the skew report. The flow ran to the end, but the final reports show violations. The number of cells reported by Yosys stat comes to 211.

The share of synthesized registers carrying an async set or reset was 0.7692; the number of hold buffers added after cts was 0. After global routing the overflow that remains totals 0. The run gives 0 as the DRC violation count after routing. The clock transition at the registers of the reported paths was 0.09 ns. OpenSTA lists the critical path startpoint as xCounter[9]. Per the placement log, port buffering inserted 22 buffers. The required time at the worst endpoint is listed as 2.64 ns. For the post-synthesis sequential area ratio, the log shows 0.3118. The finished cells cover 2482 µm². Yosys reports a chip area of 1991 µm². The final worst clock skew is 0.006101 ns, and the routed wire length per instance is 11.31 µm. The vertical die dimension reported for this design is 124 µm. The tools report the peak supply drop as 0.0001622 V. For the standard cell core area, the log shows 10,420 µm².

Per the final report, max-transition violations number 0. Synthesis inferred 26 register bits. The run gives 124 µm for the horizontal die dimension. The highest clock rate is 301.6 MHz. Most frequently used flop master after synthesis: dfrtp_1.

For this run the detailed placement stage logged an HPWL of 3284 µm. The power per cell area works out to 282.9 nW/µm². For the total negative slack for setup checks, the log shows -0.01561 ns. For this design the top-level I/O count stands at 57.

Summing over the stages, the warning tally comes to 33. For this run, the script counts the antenna cells in the layout as 0. In the routed layout, each cell is associated on average with a via count of 3.916. Max-cap violations in this run came to 0. The share of cells above drive strength 1 is 0.1796, and the initial antenna violation count is 0. The cell type of the slowest stage on the worst timing path is fa_1.

The synthesized instance count is 211. The first global-routing pass estimated 7217 µm of wire. Compared with the post-synthesis result, the final layout area differs by 24.70%. The number of flops mapped to enable cells by yosys is 0. TritonCTS built the clock tree.

The via count of the first global-routing pass came out at 1,529. For this run, the detailed router's first-pass iteration total came to 4. The time the final worst path needs with I/O delays and setup was 3.316 ns; the fill cell total of the finished layout was 1,113. The global-route usage over all layers is 0.05627.
## routing by layer
metal,global-route usage,wire length [µm],up-vias
li1,-,-,733
met1,0.07210,1955,710
met2,0.09238,2032,46
met3,0.01791,266,3
met4,0.01007,57,0
met5,0,0,-
## Yosys cell counts (3+ instances only)
| cell | instances | area (µm²) |
|---|---|---|
| inv_1 | 12 | 45.04 |
| and3_1 | 5 | 31.28 |
| xnor2_1 | 10 | 87.58 |
| o21ai_0 | 10 | 50.05 |
| o21bai_1 | 3 | 22.52 |
| dfxtp_1 | 6 | 120.1 |
| nor2_1 | 11 | 41.29 |
| buf_4 | 39 | 292.8 |
| o31ai_1 | 3 | 22.52 |
| nand3_1 | 10 | 50.05 |
| ha_1 | 22 | 275.3 |
| dfrtp_1 | 20 | 500.5 |
| a21oi_1 | 7 | 35.03 |
| nand4_1 | 8 | 50.05 |
| a211oi_1 | 5 | 37.54 |
| xor2_1 | 5 | 43.79 |
| nand2_1 | 5 | 18.77 |
## per-stage QoR
| step | total power, µW | util | worst slack [ns] | hold WS, ns |
|---|---|---|---|---|
| floorplan | 363.9 | - | 0.2993 | 0.3096 |
| global placement | 354.1 | 0.2205 | -0.1654 | 0.3125 |
| detailed placement | 353.5 | 0.2205 | -0.1857 | 0.3121 |
| CTS | 722.5 | 0.2348 | -0.06143 | 0.3350 |
| global route | 742.3 | 0.2383 | -0.1289 | 0.3441 |
| finish | 702.4 | 0.2383 | -0.01561 | 0.3334 |
## area by class of cell
type	instances	area, µm²	area share
flip-flops and latches	26	620.6	0.2500
inverters	12	45.04	0.01815
clock inverters	1	30.03	0.01210
well taps	136	170.2	0.06855
multi-input cells	158	1181	0.4758
repair buffers	41	342.8	0.1381
clock buffers	7	92.59	0.03730
## path summary, 6_finish.rpt
check / to / depth (start not counted) / slack, ns
min reg2reg: VGA_BLANK / 0 / 0.33
max in group asynchronous: xCounter[7] / 2 / 2.47
max: memory_address[15] / 10 / -0.02
min: VGA_BLANK / 0 / 0.33
min in group asynchronous: xCounter[9] / 2 / 0.62
max reg2reg: yCounter[9] / 6 / 1.01
## registers in the layout (all words and copies together), names as in the netlist
signal	count
VGA_VS1	1
xCounter	10
VGA_HS	1
VGA_HS1	1
VGA_VS	1
VGA_BLANK	1
yCounter	10
VGA_BLANK1	1
## worst max-delay path, delay by kind of cell, from the launching register on
family | cells | cell delay [ns]
flip-flops | 1 | 0.37
buffers and inverters | 4 | 0.37
XOR/XNOR | 1 | 0.14
AND-OR/OR-AND | 2 | 0.40
AND/OR/NAND/NOR | 1 | 0.09
adder cells (fa/ha/maj) | 2 | 0.92
## layout by cell type, fill, tap and decap left out, types with 6 or more instances in the layout
master and n:
conb_1 28, ha_1 20, buf_4 20, dfrtp_1 20
clkdlybuf4s50_1 14, inv_1 10, nor2_1 10, xnor2_1 10
nand3_1 10, o21ai_0 9, nand4_1 8, dfxtp_1 6
a21oi_1 6, clkbuf_8 6
## cell families after synthesis
family | share of synthesized area
AOI/OAI and AO/OA | 0.1194
xor gates and xnor gates | 0.06599
adders and majority gates | 0.1584
buffers and inverters | 0.1779
DFF | 0.3118
muxes | 0.01068
other | 0.003773
and+or+nand+nor | 0.1521
## report_power, final
group	internal, µW	switching, µW
combinational	1.81	6.82
clock	259	117
sequential	317	0
## repair_timing
item / in CTS / in global routing
gates cloned: 0 / 0
pin swaps: 17 / 5
setup endpoints to repair: 8 / 7
setup buffers: 3 / 1
gates resized: 23 / 6
Power is estimated from default activity; no workload was simulated.
