File: /design/flow/config.mk
export PLATFORM = sky130hd
export DESIGN_NAME = pacmanspritecontrol
export DESIGN_NICKNAME = pacmanspritecontrol
export VERILOG_FILES = /design/flow/design.v
export SDC_FILE = /design/flow/constraint.sdc
export NUM_CORES = 4
export LEC_CHECK = 1
export CORE_UTILIZATION = 30
File: /design/flow/constraint.sdc
current_design pacmanspritecontrol

set clk_period 3.4
set clk_io_pct 0.2

create_clock -name clk0 -period $clk_period [get_ports {clk}]

set non_clock_inputs [all_inputs -no_clocks]
set_input_delay [expr $clk_period * $clk_io_pct] -clock clk0 $non_clock_inputs
set_output_delay [expr $clk_period * $clk_io_pct] -clock clk0 [all_outputs]
File: /design/flow/design.v
module pacmanspritecontrol(
	input clk,
	input draw,
    input clear,
    input shift_h,
    input shift_v,
    input load,
    input [6:0] shift_amount,
    input [7:0] load_x,
    input [6:0] load_y,
    output reg complete,
    output reg [7:0] x_out,
    output reg [6:0] y_out,
    output reg [11:0] colour_out,
    output reg [7:0] posx,
    output reg [6:0] posy
    );
    reg [7:0] x_pos;
    reg [6:0] y_pos;
    reg [11:0] sprite [0:255]; 
    reg [8:0] pointer;
    initial begin
        x_pos = 8'd49;
        y_pos = 7'd48;
        pointer = 1'b1;
        sprite[0] = 12'b000000001010;
        sprite[1] = 12'b000000000000;
        sprite[2] = 12'b000000000000;
        sprite[3] = 12'b000000000000;
        sprite[4] = 12'b000000000000;
        sprite[5] = 12'b000000000000;
        sprite[6] = 12'b000000000000;
        sprite[7] = 12'b111111110110;
        sprite[8] = 12'b100010001010;
        sprite[9] = 12'b111011100110;
        sprite[10] = 12'b000000001010;
        sprite[11] = 12'b000000001000;
        sprite[12] = 12'b000000000000;
        sprite[13] = 12'b000000000000;
        sprite[14] = 12'b000000000000;
        sprite[15] = 12'b000000000000;
        sprite[16] = 12'b000000000000;
        sprite[17] = 12'b000000000000;
        sprite[18] = 12'b000000000000;
        sprite[19] = 12'b000000000000;
        sprite[20] = 12'b000000000000;
        sprite[21] = 12'b000000000000;
        sprite[22] = 12'b000000000000;
        sprite[23] = 12'b111111110110;
        sprite[24] = 12'b100010001010;
        sprite[25] = 12'b111011100110;
        sprite[26] = 12'b000000001010;
        sprite[27] = 12'b000000001000;
        sprite[28] = 12'b000000000000;
        sprite[29] = 12'b000000000000;
        sprite[30] = 12'b000000000000;
        sprite[31] = 12'b000000000000;
        sprite[32] = 12'b000000000000;
        sprite[33] = 12'b000000000000;
        sprite[34] = 12'b000000000000;
        sprite[35] = 12'b000000000000;
        sprite[36] = 12'b000000000000;
        sprite[37] = 12'b001100110000;
        sprite[38] = 12'b111111111101;
        sprite[39] = 12'b111111110011;
        sprite[40] = 12'b111111110000;
        sprite[41] = 12'b111111110000;
        sprite[42] = 12'b111111110000;
        sprite[43] = 12'b000000010000;
        sprite[44] = 12'b000000000001;
        sprite[45] = 12'b000000000000;
        sprite[46] = 12'b000000000000;
        sprite[47] = 12'b000000000000;
        sprite[48] = 12'b000000000000;
        sprite[49] = 12'b000000000000;
        sprite[50] = 12'b000000000000;
        sprite[51] = 12'b000000000000;
        sprite[52] = 12'b000000000000;
        sprite[53] = 12'b001100110000;
        sprite[54] = 12'b111111111101;
        sprite[55] = 12'b111111110011;
        sprite[56] = 12'b111111110000;
        sprite[57] = 12'b111111110000;
        sprite[58] = 12'b111111110000;
        sprite[59] = 12'b000000010000;
        sprite[60] = 12'b000000000001;
        sprite[61] = 12'b000000000000;
        sprite[62] = 12'b000000000000;
        sprite[63] = 12'b000000000000;
        sprite[64] = 12'b000000000000;
        sprite[65] = 12'b000000000000;
        sprite[66] = 12'b000000000000;
        sprite[67] = 12'b000000000000;
        sprite[68] = 12'b000000000000;
        sprite[69] = 12'b111111111001;
        sprite[70] = 12'b011101100011;
        sprite[71] = 12'b111111110000;
        sprite[72] = 12'b111011110000;
        sprite[73] = 12'b111111111001;
        sprite[74] = 12'b000100010010;
        sprite[75] = 12'b000000001101;
        sprite[76] = 12'b000000000000;
        sprite[77] = 12'b000000000000;
        sprite[78] = 12'b000000000000;
        sprite[79] = 12'b000000000000;
        sprite[80] = 12'b000000000000;
        sprite[81] = 12'b000000000000;
        sprite[82] = 12'b000000000000;
        sprite[83] = 12'b000000000000;
        sprite[84] = 12'b000000000000;
        sprite[85] = 12'b111111111001;
        sprite[86] = 12'b011101100011;
        sprite[87] = 12'b111111110000;
        sprite[88] = 12'b111011110000;
        sprite[89] = 12'b111111111001;
        sprite[90] = 12'b000100010010;
        sprite[91] = 12'b000000001101;
        sprite[92] = 12'b000000000000;
        sprite[93] = 12'b000000000000;
        sprite[94] = 12'b000000000000;
        sprite[95] = 12'b000000000000;
        sprite[96] = 12'b000000000000;
        sprite[97] = 12'b000000000000;
        sprite[98] = 12'b000000000000;
        sprite[99] = 12'b000000000000;
        sprite[100] = 12'b000100100000;
        sprite[101] = 12'b111111111010;
        sprite[102] = 12'b000100000000;
        sprite[103] = 12'b010000110000;
        sprite[104] = 12'b100110010000;
        sprite[105] = 12'b110111010011;
        sprite[106] = 12'b000000001100;
        sprite[107] = 12'b000000000000;
        sprite[108] = 12'b000000000000;
        sprite[109] = 12'b000000000000;
        sprite[110] = 12'b000000000000;
        sprite[111] = 12'b000000000000;
        sprite[112] = 12'b000000000000;
        sprite[113] = 12'b000000000000;
        sprite[114] = 12'b000000000000;
        sprite[115] = 12'b000000000000;
        sprite[116] = 12'b000100100000;
        sprite[117] = 12'b111111111010;
        sprite[118] = 12'b000100000000;
        sprite[119] = 12'b010000110000;
        sprite[120] = 12'b100110010000;
        sprite[121] = 12'b110111010011;
        sprite[122] = 12'b000000001100;
        sprite[123] = 12'b000000000000;
        sprite[124] = 12'b000000000000;
        sprite[125] = 12'b000000000000;
        sprite[126] = 12'b000000000000;
        sprite[127] = 12'b000000000000;
        sprite[128] = 12'b000000000000;
        sprite[129] = 12'b000000000000;
        sprite[130] = 12'b000000000000;
        sprite[131] = 12'b000000000000;
        sprite[132] = 12'b011001100000;
        sprite[133] = 12'b111111111010;
        sprite[134] = 12'b000100000000;
        sprite[135] = 12'b011001010000;
        sprite[136] = 12'b101010100000;
        sprite[137] = 12'b000000000110;
        sprite[138] = 12'b000000000111;
        sprite[139] = 12'b000000000000;
        sprite[140] = 12'b000000000000;
        sprite[141] = 12'b000000000000;
        sprite[142] = 12'b000000000000;
        sprite[143] = 12'b000000000000;
        sprite[144] = 12'b000000000000;
        sprite[145] = 12'b000000000000;
        sprite[146] = 12'b000000000000;
        sprite[147] = 12'b000000000000;
        sprite[148] = 12'b011001100000;
        sprite[149] = 12'b111111111010;
        sprite[150] = 12'b000100000000;
        sprite[151] = 12'b011001010000;
        sprite[152] = 12'b101010100000;
        sprite[153] = 12'b000000000110;
        sprite[154] = 12'b000000000111;
        sprite[155] = 12'b000000000000;
        sprite[156] = 12'b000000000000;
        sprite[157] = 12'b000000000000;
        sprite[158] = 12'b000000000000;
        sprite[159] = 12'b000000000000;
        sprite[160] = 12'b000000000000;
        sprite[161] = 12'b000000000000;
        sprite[162] = 12'b000000000000;
        sprite[163] = 12'b000000000000;
        sprite[164] = 12'b011001100000;
        sprite[165] = 12'b111111111001;
        sprite[166] = 12'b010000100001;
        sprite[167] = 12'b000100000000;
        sprite[168] = 12'b110010110000;
        sprite[169] = 12'b010101010000;
        sprite[170] = 12'b000000000110;
        sprite[171] = 12'b000000001000;
        sprite[172] = 12'b000000000000;
        sprite[173] = 12'b000000000000;
        sprite[174] = 12'b000000000000;
        sprite[175] = 12'b000000000000;
        sprite[176] = 12'b000000000000;
        sprite[177] = 12'b000000000000;
        sprite[178] = 12'b000000000000;
        sprite[179] = 12'b000000000000;
        sprite[180] = 12'b011001100000;
        sprite[181] = 12'b111111111001;
        sprite[182] = 12'b010000100001;
        sprite[183] = 12'b000100000000;
        sprite[184] = 12'b110010110000;
        sprite[185] = 12'b010101010000;
        sprite[186] = 12'b000000000110;
        sprite[187] = 12'b000000001000;
        sprite[188] = 12'b000000000000;
        sprite[189] = 12'b000000000000;
        sprite[190] = 12'b000000000000;
        sprite[191] = 12'b000000000000;
        sprite[192] = 12'b000000000000;
        sprite[193] = 12'b000000000000;
        sprite[194] = 12'b000000000000;
        sprite[195] = 12'b000000000000;
        sprite[196] = 12'b000000000000;
        sprite[197] = 12'b010101010000;
        sprite[198] = 12'b111111111110;
        sprite[199] = 12'b111111100000;
        sprite[200] = 12'b101110100000;
        sprite[201] = 12'b111111110000;
        sprite[202] = 12'b101110100000;
        sprite[203] = 12'b000000000101;
        sprite[204] = 12'b000000001001;
        sprite[205] = 12'b000000000000;
        sprite[206] = 12'b000000000000;
        sprite[207] = 12'b000000000000;
        sprite[208] = 12'b000000000000;
        sprite[209] = 12'b000000000000;
        sprite[210] = 12'b000000000000;
        sprite[211] = 12'b000000000000;
        sprite[212] = 12'b000000000000;
        sprite[213] = 12'b010101010000;
        sprite[214] = 12'b111111111110;
        sprite[215] = 12'b111111100000;
        sprite[216] = 12'b101110100000;
        sprite[217] = 12'b111111110000;
        sprite[218] = 12'b101110100000;
        sprite[219] = 12'b000000000101;
        sprite[220] = 12'b000000001001;
        sprite[221] = 12'b000000000000;
        sprite[222] = 12'b000000000000;
        sprite[223] = 12'b000000000000;
        sprite[224] = 12'b000000000000;
        sprite[225] = 12'b000000000000;
        sprite[226] = 12'b000000000000;
        sprite[227] = 12'b000000000000;
        sprite[228] = 12'b000000000000;
        sprite[229] = 12'b000000000000;
        sprite[230] = 12'b110111000000;
        sprite[231] = 12'b011101111010;
        sprite[232] = 12'b001000111000;
        sprite[233] = 12'b001000101010;
        sprite[234] = 12'b011001101000;
        sprite[235] = 12'b000000001010;
        sprite[236] = 12'b000000000001;
        sprite[237] = 12'b000000000000;
        sprite[238] = 12'b000000000000;
        sprite[239] = 12'b000000000000;
        sprite[240] = 12'b000000000000;
        sprite[241] = 12'b000000000000;
        sprite[242] = 12'b000000000000;
        sprite[243] = 12'b000000000000;
        sprite[244] = 12'b000000000000;
        sprite[245] = 12'b000000000000;
        sprite[246] = 12'b110111000000;
        sprite[247] = 12'b011101111010;
        sprite[248] = 12'b001000111000;
        sprite[249] = 12'b001000101010;
        sprite[250] = 12'b011001101000;
        sprite[251] = 12'b000000001010;
        sprite[252] = 12'b000000000001;
        sprite[253] = 12'b000000000000;
        sprite[254] = 12'b000000000000;
        sprite[255] = 12'b000000000000;
    end
    always@(negedge clk) begin
		  if (draw) begin
			  if (clear) 
					begin
						 x_out = x_pos + pointer[5:0];
						 y_out = y_pos + pointer[8:6];
						 colour_out = 1'b0;
						 pointer = pointer + 1'b1;
					end
			  else if (shift_h)
					begin
						 x_out = x_pos + pointer[5:0];
						 y_out = y_pos + pointer[8:6];
						 colour_out = sprite[pointer];
						 pointer = pointer + 1'b1;
					end
		end
    end
    always @(*)begin
		if(pointer == 1'b0)
		begin
			complete = 1'b1;
			posy <= y_pos;
			posx <= x_pos;
		end
		else
			complete = 1'b0;
	end
endmodule
File: /design/flow/run.sh
#!/bin/bash
# OpenROAD 26Q1-2900-gdf79404cd8, Yosys 0.63+post, stock flow scripts
make -C /OpenROAD-flow-scripts/flow DESIGN_CONFIG=/design/flow/config.mk WORK_HOME=/design/flow/orfs finish
==> results.txt <==
Item: results of the latest flow run.

- The run finished, with violations left.
- The final reports fail on setup timing.
- The floorplan has 32 rows.
- The count of nets left with antenna violations once routing finished came out at 0.
- For the pin with the worst max-slew slack, the measured transition is 0.656 ns.
- The root buffer cell is sky130_fd_sc_hd__clkbuf_8.
- The global routing report lists combined usage of all routing layers as 0.146.
- The fill cell instance count of the final layout is 804.
- The area of the mapped netlist is 0.00246 sq mm.
- The overall overflow remaining after global route is 0.
- Among all stages on the critical path, the largest delay is contributed by sky130_fd_sc_hd__edfxtp_1.
- The worst flop-to-flop path endpoint is colour_out[5].
- The deepest clock path buffer count is 2.
- The count of distinct cell types in the synthesized netlist is 62.
- The biggest cell delay along the critical path is 0.47 ns.
- The number of warning messages in the yosys log is 1.
- The register bit total from synthesis is 30.
- The wire length of the first global-routing pass is 9740 um.
- The combinational cell area excluding buffers and inverters is 0.00136 sq mm.
- Setup repair after global routing could not meet its margin everywhere.
- The clock power share is 0.351.
- The net switching power in the latest report is 0.388 mW.
- The H-tree generated during clock tree synthesis spans 2 levels.
- CTS saw 30 sinks.
- The number of instances in the synthesized netlist is 267.
- Per the hold report, the tightest min-delay path originates at pointer[8].
- The hold violation count in the final report is 0.
- The core utilization before placement is 0.314.
- The via-per-instance ratio is 5.11.
- The detailed-route wire length per cell is 13.8 um.
- In the synthesized netlist, the cells that appear most often are 30 x sky130_fd_sc_hd__edfxtp_1, 25 x sky130_fd_sc_hd__buf_4, 17 x sky130_fd_sc_hd__a21oi_1, 16 x sky130_fd_sc_hd__nor2_1, 14 x sky130_fd_sc_hd__nand2_1.
- Per STA, the startpoint of the critical path is pointer[1].
- The capture point of the critical path was reported as complete.
- The finished layout holds 429 standard cells, fillers aside.
- The placer's final routability congestion estimate is 0.895.
- TritonRoute reported its final design rule violation total as 0.
- Including well taps, the total number of placed cells is 389.
- The worst min-delay path class is flip-flop to flip-flop.
- Hold analysis shows the worst path with a depth of 1.
- The leakage power in the latest report is 1.29 nW.
- The proportion of register bits with asynchronous set or reset after synthesis is 0.
- The first detailed-routing pass ran for 5 iterations.
- In the post-route analysis, the smallest setup slack over all paths is -0.597 ns.
- The power share of the combinational group is 0.250.
- VDD sags by at most 107 uV.
- The report shows a maximum critical-path fanout of 2.
- Detailed routing inserted a total of 2,193 vias.
- The height of the die is 92.6 um.
- The areal power density over the cells is 377 mW/mm^2.
- For reference, the post-synthesis area per instance comes to 9.22 sq um.
- The clock input transition at the sequential cells of the worst setup and hold paths is 0.04 ns.
- During I/O placement, the number of pins put on the boundary was 71.
- The number of buffers and inverters on the critical path is 2.
- The number of pins with negative max-slew slack in the final report is 0.
- The number of buffers inserted during clock tree synthesis is 5.
- The first routing iteration left 277 violations.
- The setup TNS is -0.597 ns.
- The logic depth of the worst path, buffers included is 5.
- The core box area is 0.00785 sq mm.
- The number of max-capacitance violations reported is 0.
- Per the Yosys statistics, synthesis produced 267 cells.
- The layout overhead on the synthesized area is 22.8%.
- The biggest area consumer among synthesized cells is sky130_fd_sc_hd__edfxtp_1.
- Setup slack on the worst reg-to-reg path comes out at 0.87 ns.
- The total chip power is 1.14 mW.
- The pin count of the biggest net entering global routing is 41.
- The worst setup path is captured at an output pin.
- Per STA, the worst path is made up of inv_8 -> ha_4 -> or3b_4 -> nor3_2 -> buf_2.
- The share of the Yosys chip area taken by registers is 0.366.
- Looking at the setup timing report, the critical path kind is flip-flop to output pin.
- The fraction of final layout cells sized beyond drive strength 1 is 0.147.
- Registers take 901 sq um.
- The area fraction of the largest cell type after synthesis is 0.366.
- The library cell with the highest instance count after synthesis is sky130_fd_sc_hd__edfxtp_1.
- The main flop type is sky130_fd_sc_hd__edfxtp_1.
- The report puts the hold buffer count at CTS at 0.
- The initial antenna violation count is 0.
- The register share of total power is 0.399.
- The script computed the net switching share of total power as 0.341.
- Per the detail_route report, inserted antenna diodes total 0.
- The number of cells traversed by the worst register-to-register path is 9.
- The logs give a warning total of 91.
- TritonCTS built the clock tree.
- For this run, the chip area from Yosys synthesis comes to 0.00246 sq mm.
- The OpenROAD report gives the critical path a required time of 2.72 ns.
- By area the synthesized netlist is led by sky130_fd_sc_hd__edfxtp_1 37%, sky130_fd_sc_hd__buf_4 7.6%, sky130_fd_sc_hd__ha_1 5.6%.
- The critical path data arrival time is 3.32 ns.
- Per the detailed-route log, wirelength across all metal layers totals 5940 um.
- The final setup skew is 0.0156 ns.
- The area of the die is 0.00857 sq mm.
- The startpoint type of the worst setup path is a flip-flop.
- The slew check shows that the tightest pin keeps a relative margin of 0.563.
- The last timing report of the flow puts the setup violation total at 1.
- Counting flops with a built-in enable in the synthesized netlist gives 30.
- The power report lists cell-internal power as 0.751 mW.
- The width of the die is 92.6 um.
- The launch point of the worst register-to-register path is recorded as pointer[1].
- The number of global-route vias before repair is 2,013.
- On the critical path the largest part of the delay comes from simple AND/OR/NAND/NOR gates.
- Once detailed placement completed, the half-perimeter wirelength came to 3980 um.
- The count of port buffers added during placement is 26.
- Clock latency on the worst-skew pair, taken at its later pin, is 0.35 ns.
layout by cell type, fill, tap and decap left out, drive strengths merged, types with 5 or more instances in the layout:
| cell type | Yosys | layout |
|---|---|---|
| conb | 2 | 20 |
| buf | 36 | 24 |
| nor2b | 6 | 6 |
| a211oi | 5 | 5 |
| nand2 | 15 | 15 |
| nor3 | 5 | 5 |
| clkbuf | 7 | 5 |
| and2 | 5 | 5 |
| o21ai | 18 | 18 |
| a21oi | 18 | 18 |
| dlygate4sd2 | 0 | 22 |
| nand3 | 7 | 7 |
| ha | 11 | 11 |
| inv | 8 | 38 |
| edfxtp | 30 | 30 |
| nor2 | 16 | 16 |
| xnor2 | 6 | 6 |
| a31oi | 7 | 7 |
flip-flops by register name, summed over array words and instances, names as in the netlist:
signal      cells
y_out           3
pointer         9
x_out           7
colour_out     11
worst min-delay path by stage:
stage	to	slack [ns]
CTS	y_out[2]	0.62
finish	y_out[2]	0.62
global route	y_out[2]	0.64
kinds of logic after synthesis:
logic type               Yosys count  share of synthesized area
AND-OR/OR-AND                     85                      0.236
AND/OR/NAND/NOR                   76                      0.171
buffers and inverters             51                      0.122
flip-flops                        30                      0.366
adder cells (fa/ha/maj)           11                     0.0559
XOR/XNOR                           7                     0.0249
multiplexers                       5                     0.0208
other                              2                    0.00305
stage by stage:
step                cell area (sq um)  hold WS, ns  setup slack [ns]   util
detailed placement               2830        0.579            -0.656  0.360
CTS                              3010        0.615            -0.648  0.383
finish                           3020        0.618            -0.597  0.385
global placement                 2830        0.577            -0.646  0.360
global route                     3020        0.640            -0.665  0.385
floorplan                        2560        0.421            -0.242      -
final cells by class:
class | instances | area share
clock buffer | 5 | 0.0228
clock inverter | 32 | 0.0410
inverter | 7 | 0.0112
multi-input combinational | 204 | 0.448
sequential | 30 | 0.298
tap | 102 | 0.0422
timing repair buffer | 49 | 0.137
power groups by stage:
| stage | Sequential, mW | Combinational (mW) | Clock [mW] |
|---|---|---|---|
| global route | 0.456 | 0.312 | 0.468 |
| finish | 0.455 | 0.285 | 0.400 |
| CTS | 0.455 | 0.279 | 0.420 |
layer usage:
layer / vias to the layer above / wire length [um] / track usage
met2: 90 / 2700 / 0.204
met1: 1019 / 2780 / 0.221
met3: 12 / 332 / 0.0401
met4: 0 / 125 / 0.0521
met5: - / 0 / 0
li1: 1072 / - / -
repair_timing:
action	4_1_cts	5_1_grt
endpoints found under the setup margin	23	1
pin swaps	2	1
gates resized	27	0
setup buffers	2	2
endpoints found under the hold margin	0	0
Power figures rest on the tool's default switching activity, not on a simulated workload.
